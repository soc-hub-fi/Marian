==> /design/flow/run.sh <==
#!/bin/bash
# OpenROAD 26Q1-2900-gdf79404cd8, Yosys 0.63+post, stock flow scripts
make -C /OpenROAD-flow-scripts/flow DESIGN_CONFIG=/design/flow/config.mk WORK_HOME=/design/flow/orfs finish
==> /design/flow/config.mk <==
export PLATFORM = sky130hd
export DESIGN_NAME = canright_sbox
export DESIGN_NICKNAME = canright_sbox
export VERILOG_FILES = /design/flow/design.v
export SDC_FILE = /design/flow/constraint.sdc
export NUM_CORES = 4
export LEC_CHECK = 1
export CORE_AREA = 10 10 101 101
export DIE_AREA = 0 0 111 111
==> /design/flow/constraint.sdc <==
current_design canright_sbox

set clk_period 9.4
set clk_io_pct 0.2

create_clock -name clk0 -period $clk_period

set non_clock_inputs [all_inputs -no_clocks]
set_input_delay [expr $clk_period * $clk_io_pct] -clock clk0 $non_clock_inputs
set_output_delay [expr $clk_period * $clk_io_pct] -clock clk0 [all_outputs]
==> /design/flow/design.v <==
package defs_div_sqrt_mvp;
   localparam C_RM                  = 3;
   localparam C_RM_NEAREST          = 3'h0;
   localparam C_RM_TRUNC            = 3'h1;
   localparam C_RM_PLUSINF          = 3'h2;
   localparam C_RM_MINUSINF         = 3'h3;
   localparam C_PC                  = 6;  
   localparam C_FS                  = 2;  
   localparam C_IUNC                = 2;  
   localparam Iteration_unit_num_S  = 2'b11;
   localparam C_OP_FP64             = 64;
   localparam C_MANT_FP64           = 52;
   localparam C_EXP_FP64            = 11;
   localparam C_BIAS_FP64           = 1023;
   localparam C_BIAS_AONE_FP64      = 11'h400;
   localparam C_HALF_BIAS_FP64      = 511;
   localparam C_EXP_ZERO_FP64       = 11'h000;
   localparam C_EXP_ONE_FP64        = 13'h001;  
   localparam C_EXP_INF_FP64        = 11'h7FF;
   localparam C_MANT_ZERO_FP64      = 52'h0;
   localparam C_MANT_NAN_FP64       = 52'h8_0000_0000_0000;
   localparam C_PZERO_FP64          = 64'h0000_0000_0000_0000;
   localparam C_MZERO_FP64          = 64'h8000_0000_0000_0000;
   localparam C_QNAN_FP64           = 64'h7FF8_0000_0000_0000;
   localparam C_OP_FP32             = 32;
   localparam C_MANT_FP32           = 23;
   localparam C_EXP_FP32            = 8;
   localparam C_BIAS_FP32           = 127;
   localparam C_BIAS_AONE_FP32      = 8'h80;
   localparam C_HALF_BIAS_FP32      = 63;
   localparam C_EXP_ZERO_FP32       = 8'h00;
   localparam C_EXP_INF_FP32        = 8'hFF;
   localparam C_MANT_ZERO_FP32      = 23'h0;
   localparam C_PZERO_FP32          = 32'h0000_0000;
   localparam C_MZERO_FP32          = 32'h8000_0000;
   localparam C_QNAN_FP32           = 32'h7FC0_0000;
   localparam C_OP_FP16             = 16;
   localparam C_MANT_FP16           = 10;
   localparam C_EXP_FP16            = 5;
   localparam C_BIAS_FP16           = 15;
   localparam C_BIAS_AONE_FP16      = 5'h10;
   localparam C_HALF_BIAS_FP16      = 7;
   localparam C_EXP_ZERO_FP16       = 5'h00;
   localparam C_EXP_INF_FP16        = 5'h1F;
   localparam C_MANT_ZERO_FP16      = 10'h0;
   localparam C_PZERO_FP16          = 16'h0000;
   localparam C_MZERO_FP16          = 16'h8000;
   localparam C_QNAN_FP16           = 16'h7E00;
   localparam C_OP_FP16ALT           = 16;
   localparam C_MANT_FP16ALT         = 7;
   localparam C_EXP_FP16ALT          = 8;
   localparam C_BIAS_FP16ALT         = 127;
   localparam C_BIAS_AONE_FP16ALT    = 8'h80;
   localparam C_HALF_BIAS_FP16ALT    = 63;
   localparam C_EXP_ZERO_FP16ALT     = 8'h00;
   localparam C_EXP_INF_FP16ALT      = 8'hFF;
   localparam C_MANT_ZERO_FP16ALT    = 7'h0;
   localparam C_QNAN_FP16ALT         = 16'h7FC0;
endpackage : defs_div_sqrt_mvp
module GF_SQ_2 (
  input  logic [1:0] A,
  output logic [1:0] Q
);
  assign Q = { A[0], A[1] };
endmodule
module GF_SCLW_2 (
  input  logic [1:0] A,
  output logic [1:0] Q
);
  assign Q = { (A[1] ^ A[0]), A[1] };
endmodule
module GF_SCLW2_2 (
  input  logic [1:0] A,
  output logic [1:0] Q
);
  assign Q = { A[0], (A[1] ^ A[0]) };
endmodule
module GF_MULS_2 (
  input  logic [1:0] A,
  input  logic       ab,
  input  logic [1:0] B,
  input  logic       cd,
  output logic [1:0] Q
);
  wire abcd, p, q;
  assign abcd = ~(ab & cd);  
  assign p = (~(A[1] & B[1])) ^ abcd;
  assign q = (~(A[0] & B[0])) ^ abcd;
  assign Q = { p, q };
endmodule
module GF_MULS_SCL_2 (
  input  logic [1:0] A,
  input  logic       ab,
  input  logic [1:0] B,
  input  logic       cd,
  output logic [1:0] Q
);
  wire t, p, q;
  assign t = ~(A[0] & B[0]);  
  assign p = (~(ab & cd)) ^ t;
  assign q = (~(A[1] & B[1])) ^ t;
  assign Q = { p, q };
endmodule
module GF_INV_4 (
  input  logic [3:0] A,
  output logic [3:0] Q
);
  wire [1:0] a, b, c, d, p, q;
  wire sa, sb, sd;  
  assign a = A[3:2];
  assign b = A[1:0];
  assign sa = a[1] ^ a[0];
  assign sb = b[1] ^ b[0];
  assign c = {  
              ~(a[1] | b[1]) ^ (~(sa & sb)) ,
              ~(sa | sb) ^ (~(a[0] & b[0]))
             };
  GF_SQ_2 dinv (
    .A ( c ),
    .Q ( d )
  );
  assign sd = d[1] ^ d[0];
  GF_MULS_2 pmul (
    .A  ( d  ),
    .ab ( sd ),
    .B  ( b  ),
    .cd ( sb ),
    .Q  ( p  )
  );
  GF_MULS_2 qmul (
    .A  ( d  ),
    .ab ( sd ),
    .B  ( a  ),
    .cd ( sa ),
    .Q  ( q  )
  );
  assign Q = { p, q };
endmodule
module GF_SQ_SCL_4 (
  input  logic [3:0] A,
  output logic [3:0] Q
);
  wire [1:0] a, b, ab2, b2, b2N2;
  assign a = A[3:2];
  assign b = A[1:0];
  GF_SQ_2 absq (
    .A ( a ^ b ),
    .Q ( ab2   )
  );
  GF_SQ_2 bsq (
    .A ( b  ),
    .Q ( b2 )
  );
  GF_SCLW_2 bmulN2(
    .A ( b2   ),
    .Q ( b2N2 )
  );
  assign Q = { ab2, b2N2 };
endmodule
module GF_MULS_4 (
  input  logic [3:0] A,
  input  logic [1:0] a,
  input  logic       Al,
  input  logic       Ah,
  input  logic       aa,
  input  logic [3:0] B,
  input  logic [1:0] b,
  input  logic       Bl,
  input  logic       Bh,
  input  logic       bb,
  output logic [3:0] Q
);
  wire [1:0] ph, pl, ps, p;
  wire t;
  GF_MULS_2 himul (
    .A  ( A[3:2] ),
    .ab ( Ah     ),
    .B  ( B[3:2] ),
    .cd ( Bh     ),
    .Q  ( ph     )
  );
  GF_MULS_2 lomul (
    .A  ( A[1:0] ),
    .ab ( Al     ),
    .B  ( B[1:0] ),
    .cd ( Bl     ),
    .Q  ( pl     )
  );
  GF_MULS_SCL_2 summul (
    .A  ( a  ),
    .ab ( aa ),
    .B  ( b  ),
    .cd ( bb ),
    .Q  ( p  )
  );
  assign Q = { (ph ^ p), (pl ^ p) };
endmodule
module GF_INV_8 (
  input  logic [7:0] A,
  output logic [7:0] Q
);
  wire [3:0] a, b, c, d, p, q;
  wire [1:0] sa, sb, sd, t;  
  wire al, ah, aa, bl, bh, bb, dl, dh, dd;  
  wire c1, c2, c3;  
  assign a = A[7:4];
  assign b = A[3:0];
  assign sa = a[3:2] ^ a[1:0];
  assign sb = b[3:2] ^ b[1:0];
  assign al = a[1] ^ a[0];
  assign ah = a[3] ^ a[2];
  assign aa = sa[1] ^ sa[0];
  assign bl = b[1] ^ b[0];
  assign bh = b[3] ^ b[2];
  assign bb = sb[1] ^ sb[0];
  assign c1 = ~(ah & bh);
  assign c2 = ~(sa[0] & sb[0]);
  assign c3 = ~(aa & bb);
  assign c = {  
               (~(sa[0] | sb[0]) ^ (~(a[3] & b[3]))) ^ c1 ^ c3 ,
               (~(sa[1] | sb[1]) ^ (~(a[2] & b[2]))) ^ c1 ^ c2 ,
               (~(al | bl) ^ (~(a[1] & b[1]))) ^ c2 ^ c3 ,
               (~(a[0] | b[0]) ^ (~(al & bl))) ^ (~(sa[1] & sb[1])) ^ c2
             };
  GF_INV_4 dinv (
    .A ( c ),
    .Q ( d )
  );
  assign sd = d[3:2] ^ d[1:0];
  assign dl = d[1] ^ d[0];
  assign dh = d[3] ^ d[2];
  assign dd = sd[1] ^ sd[0];
  GF_MULS_4 pmul (
    .A  ( d  ),
    .a  ( sd ),
    .Al ( dl ),
    .Ah ( dh ),
    .aa ( dd ),
    .B  ( b  ),
    .b  ( sb ),
    .Bl ( bl ),
    .Bh ( bh ),
    .bb ( bb ),
    .Q  ( p  )
  );
  GF_MULS_4 qmul (
    .A  ( d  ),
    .a  ( sd ),
    .Al ( dl ),
    .Ah ( dh ),
    .aa ( dd ),
    .B  ( a  ),
    .b  ( sa ),
    .Bl ( al ),
    .Bh ( ah ),
    .bb ( aa ),
    .Q  ( q  )
  );
  assign Q = { p, q };
endmodule
module MUX21I (
  input  logic A,
  input  logic B,
  input  logic s,
  output logic Q
);
assign Q = ~ ( s ? A : B );  
endmodule
module SELECT_NOT_8 (
  input  logic [7:0] A,
  input  logic [7:0] B,
  input  logic       s,
  output logic [7:0] Q
);
  MUX21I m7 (
    .A ( A[7] ),
    .B ( B[7] ),
    .s ( s    ),
    .Q ( Q[7] )
  );
  MUX21I m6 (
    .A ( A[6] ),
    .B ( B[6] ),
    .s ( s    ),
    .Q ( Q[6] )
  );
  MUX21I m5 (
    .A ( A[5] ),
    .B ( B[5] ),
    .s ( s    ),
    .Q ( Q[5] )
  );
  MUX21I m4 (
    .A ( A[4] ),
    .B ( B[4] ),
    .s ( s    ),
    .Q ( Q[4] )
  );
  MUX21I m3 (
    .A ( A[3] ),
    .B ( B[3] ),
    .s ( s    ),
    .Q ( Q[3] )
  );
  MUX21I m2 (
    .A ( A[2] ),
    .B ( B[2] ),
    .s ( s    ),
    .Q ( Q[2] )
  );
  MUX21I m1 (
    .A ( A[1] ),
    .B ( B[1] ),
    .s ( s    ),
    .Q ( Q[1] )
  );
  MUX21I m0 (
    .A ( A[0] ),
    .B ( B[0] ),
    .s ( s    ),
    .Q ( Q[0] )
  );
endmodule
module canright_sbox (
  input  logic [7:0] sbox_byte_i,
  input  logic       encrypt_sel_i,  
  output logic [7:0] sbox_byte_o
);
  wire [7:0] B, C, D, X, Y, Z;
  wire R1, R2, R3, R4, R5, R6, R7, R8, R9;
  wire T1, T2, T3, T4, T5, T6, T7, T8, T9, T10;
  assign R1 = sbox_byte_i[7] ^ sbox_byte_i[5] ;
  assign R2 = sbox_byte_i[7] ~^ sbox_byte_i[4] ;
  assign R3 = sbox_byte_i[6] ^ sbox_byte_i[0] ;
  assign R4 = sbox_byte_i[5] ~^ R3 ;
  assign R5 = sbox_byte_i[4] ^ R4 ;
  assign R6 = sbox_byte_i[3] ^ sbox_byte_i[0] ;
  assign R7 = sbox_byte_i[2] ^ R1 ;
  assign R8 = sbox_byte_i[1] ^ R3 ;
  assign R9 = sbox_byte_i[3] ^ R8 ;
  assign B[7] = R7 ~^ R8 ;
  assign B[6] = R5 ;
  assign B[5] = sbox_byte_i[1] ^ R4 ;
  assign B[4] = R1 ~^ R3 ;
  assign B[3] = sbox_byte_i[1] ^ R2 ^ R6 ;
  assign B[2] = ~ sbox_byte_i[0] ;
  assign B[1] = R4 ;
  assign B[0] = sbox_byte_i[2] ~^ R9 ;
  assign Y[7] = R2 ;
  assign Y[6] = sbox_byte_i[4] ^ R8 ;
  assign Y[5] = sbox_byte_i[6] ^ sbox_byte_i[4] ;
  assign Y[4] = R9 ;
  assign Y[3] = sbox_byte_i[6] ~^ R2 ;
  assign Y[2] = R7 ;
  assign Y[1] = sbox_byte_i[4] ^ R6 ;
  assign Y[0] = sbox_byte_i[1] ^ R5 ;
  SELECT_NOT_8 sel_in (
    .A ( B             ),
    .B ( Y             ),
    .s ( encrypt_sel_i ),
    .Q ( Z             )
  );
  GF_INV_8 inv (
    .A ( Z ),
    .Q ( C )
  );
  assign T1 = C[7] ^ C[3] ;
  assign T2 = C[6] ^ C[4] ;
  assign T3 = C[6] ^ C[0] ;
  assign T4 = C[5] ~^ C[3] ;
  assign T5 = C[5] ~^ T1 ;
  assign T6 = C[5] ~^ C[1] ;
  assign T7 = C[4] ~^ T6 ;
  assign T8 = C[2] ^ T4 ;
  assign T9 = C[1] ^ T2 ;
  assign T10 = T3 ^ T5 ;
  assign D[7] = T4 ;
  assign D[6] = T1 ;
  assign D[5] = T3 ;
  assign D[4] = T5 ;
  assign D[3] = T2 ^ T5 ;
  assign D[2] = T3 ^ T8 ;
  assign D[1] = T7 ;
  assign D[0] = T9 ;
  assign X[7] = C[4] ~^ C[1] ;
  assign X[6] = C[1] ^ T10 ;
  assign X[5] = C[2] ^ T10 ;
  assign X[4] = C[6] ~^ C[1] ;
  assign X[3] = T8 ^ T9 ;
  assign X[2] = C[7] ~^ T7 ;
  assign X[1] = T6 ;
  assign X[0] = ~ C[2] ;
  SELECT_NOT_8 sel_out (
    .A ( D             ),
    .B ( X             ),
    .s ( encrypt_sel_i ),
    .Q ( sbox_byte_o   )
  );
endmodule
==> results.txt <==
This note records the results obtained with Yosys and OpenROAD.

Run status
The run finished with clean final reports.

Cells and area
The total number of sequential cells is 0. The area of all sequential standard cells is 0 um2. Counting the fill cells in the layout gives 794. The number of clock buffer instances in the layout is 0. Per the run report, area growth between synthesis and finish was 12.9%.

The final cell count without fillers is around 450. The layout summary lists the proportion of cells stronger than drive strength 1 as 22.0%. Ranking logic cells in the layout by count gives the top entries xnor2_1, buf_4, nand2_1, a21oi_1, nor2_1.

The area taken by multi-input combinational cells is reported as between 2000 and 3000 um2. Per the cell usage report, the commonest logic cell in the layout is xnor2_1. The layout stage reports a final design area of 3130 um2.

Setup path
The master of the slowest instance on the critical path is clkdlybuf4s50_1. The setup path with the least slack is of type in2out. The OpenROAD report gives the critical path a data arrival time of 7.18 ns. The required time at the endpoint of the critical path is around 7.5 ns. Traced cell by cell, the critical path runs through clkdlybuf4s50_1 -> buf_4 -> o21ai_1 -> xnor2_2 -> nor2_1 -> o41a_1 -> or3_4 -> a21oi_1 -> a221oi_1 -> o32ai_4 -> nand3_1 -> nand2_1 -> xnor3_2 -> xor2_2 -> mux2i_1 -> xnor2_1 -> clkdlybuf4s50_1. The capturing element type of the critical path is an output port. The worst setup path is launched from an input pin. Among the stages of the critical path, the cell type that occurs most often is clkdlybuf4s50_1. The largest stage delay on the critical path is between 0.6 and 0.7 ns. The launching instance or port of the critical path is encrypt_sel_i. The highest fanout seen on the critical path is 6.

The critical path capture point is sbox_byte_o[5].

Final timing
In the final timing run, aggregate negative setup slack is 0 ns. The final critical path takes up between 90 and 100% of the cycle. Setup violations remaining at the end of the flow were counted as 0. The number of hold-slack violations in the final timing report is 0. For the pin with the worst max-slew slack, the measured transition is 0.553 ns. The shortest clock period the worst path allows after layout is a little over 9 ns.

The fmax is 110 MHz. The final count of pins violating max slew is 0. The tightest slew margin relative to the limit is between 60% and 70%.

Run
The tally of OpenROAD warnings is 32. The tool flagged a number of max-cap violations equal to 0.

Detailed routing
The total via count after detailed routing is 2,589. The sum of routed wire length over all layers is ~7.5 mm. Per the detail_route report, inserted antenna diodes total 0.

The iteration-0 DRC count of the detailed router is 249. TritonRoute reported its final design rule violation total as 0. Once detail routing completed, the nets flagged for antenna violations numbered 0. The average wire per standard cell is 16.7 um. In the routed layout, each cell is associated on average with a via count of between 5 and 6. The iteration tally of the first detailed-router pass is 5.

Place
Detailed placement reports a standard cell area of roughly 3000 um2. The quantity of I/O buffers inserted on ports is 17. The number of placed instances with taps included is 448. The sum of net half-perimeters after detailed placement is 6.03 mm. The global placer's final weighted congestion is 0.951.

Yosys
The mean instance size in the synthesized netlist is 8.29 um2. Yosys printed 0 warnings. Summing every instance area after synthesis gives between 2000 and 3000 um2. The share of the yosys chip area belonging to registers is 0%. The yosys stat cell total is 334. The cell count after synthesis came out at 334. The netlist uses 77 different library cells. The Yosys chip area is 2770 um2.

Floorplan
The chip occupies 12,300 um2. During I/O placement, the number of pins put on the boundary was 17. The number of placement rows is 33. The core region is 8130 um2.

Measured along the y axis, the die boundary spans 111 um. The horizontal die dimension reported for this design is 111 um. The floorplan step records an initial core utilization of 34.0%.

Global routing
The sum of overflow across all layers after global routing is 0. The combined global-route utilization of all metal layers is 11.8%. The number of global-route vias before repair is 2,364.

The initial antenna violation count is 0. The pin count of the biggest net entering global routing is 28. The first-pass GRT wire length is 12.4 mm.

Worst hold path
The type of the most critical hold path is in2out.

Clock tree
The hold buffer count at cts is 0.
==> synth_stat cells, drive strengths merged, types with 2 or more instances <==
master    n  area share [%]
xor2     23             9.2
a31oi     6             2.1
a21oi    24             4.5
o2111ai   2            0.63
a2111oi   3             1.4
nand4     5             1.1
mux2i    14             6.0
o21a      6             1.6
o31ai     3            0.99
buf      31             7.6
a311oi    2            0.63
nand3    10             1.8
a32oi     3            0.95
o22ai     5             1.4
or3       2            0.63
nor3     11             2.6
and3      5             1.3
clkbuf    3            0.41
nor4      2            0.45
nor2     24             3.6
nand3b    3            0.81
a211o     2            0.63
o211ai    3            0.81
a221oi    4             1.9
a221o     2            0.72
xnor3    11             9.0
and2      3            0.77
nand2    25             3.5
a21o      3            0.81
xor3      6             5.2
o21ai    21             4.1
o32ai     2            0.90
a211oi    9             2.6
xnor2    40              14
==> per-stage QoR <==
stage	util (%)	setup slack [ns]	hold WS (ns)
after floorplan	-	1.53	4.59
after global placement	37.4	0.0864	5.26
after detailed placement	37.4	0.167	5.27
after CTS	37.4	0.145	5.26
after global routing	38.4	-0.0235	5.30
final	38.4	0.340	5.24
==> worst max-delay path, delay by kind of cell <==
family                    cells  cell delay (ns)
AOI/OAI and AO/OA             5             1.50
buffers and inverters         3             1.38
xor gates and xnor gates      4             1.27
and+or+nand+nor               4             0.91
muxes                         1             0.24
==> area by class of cell <==
cell class	count	area share [%]
multi-input cells	299	83.3
repair buffers	45	12.4
well taps	105	4.20
inverters	1	0.120
==> cell families (layout without fill, tap and decap cells) <==
| kind of cell | Yosys count | in the layout | share of synthesized area, % |
|---|---|---|---|
| mux | 15 | 15 | 6.37 |
| compound gates | 110 | 110 | 30.1 |
| simple gates | 94 | 94 | 17.5 |
| xor+xnor | 80 | 80 | 37.8 |
| buf+inv | 35 | 46 | 8.13 |
==> metal layers <==
metal	vias to the layer above	GRT usage, %	wire length (um)
met4	0	0.174	13
met5	-	0	0
met1	1223	17.4	3600
met2	96	19.0	3410
met3	4	1.42	466
li1	1266	-	-
==> worst min-delay path by stage <==
stage | startpoint | end | cells past startpoint | slack, ns
after CTS | encrypt_sel_i | sbox_byte_o[2] | 4 | 5.26
after global routing | encrypt_sel_i | sbox_byte_o[2] | 4 | 5.30
final | encrypt_sel_i | sbox_byte_o[2] | 4 | 5.24
==> what timing repair did <==
item,4_1_cts,5_1_grt
endpoints found under the setup margin,0,5
gates resized,0,12
setup buffers,0,2
