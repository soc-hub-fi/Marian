<file path="./run.sh">
#!/bin/bash
# OpenROAD 26Q1-2900-gdf79404cd8, Yosys 0.63+post, stock flow scripts
make -C /OpenROAD-flow-scripts/flow DESIGN_CONFIG=/design/flow/config.mk WORK_HOME=/design/flow/orfs finish
</file>
<file path="./config.mk">
export PLATFORM = sky130hd
export DESIGN_NAME = xilinx_sp_bram_byte_en
export DESIGN_NICKNAME = xilinx_sp_bram_byte_en
export VERILOG_FILES = /design/flow/design.v
export SDC_FILE = /design/flow/constraint.sdc
export NUM_CORES = 4
export LEC_CHECK = 1
export CORE_UTILIZATION = 30
export SYNTH_MEMORY_MAX_BITS = 65536
</file>
<file path="./constraint.sdc">
current_design xilinx_sp_bram_byte_en

set clk_period 52.2
set clk_io_pct 0.2

create_clock -name clk0 -period $clk_period [get_ports {clk_i}]

set non_clock_inputs [all_inputs -no_clocks]
set_input_delay [expr $clk_period * $clk_io_pct] -clock clk0 $non_clock_inputs
set_output_delay [expr $clk_period * $clk_io_pct] -clock clk0 [all_outputs]
</file>
<file path="./design.v">
package defs_div_sqrt_mvp;
   localparam C_RM                  = 3;
   localparam C_RM_NEAREST          = 3'h0;
   localparam C_RM_TRUNC            = 3'h1;
   localparam C_RM_PLUSINF          = 3'h2;
   localparam C_RM_MINUSINF         = 3'h3;
   localparam C_PC                  = 6;  
   localparam C_FS                  = 2;  
   localparam C_IUNC                = 2;  
   localparam Iteration_unit_num_S  = 2'b11;
   localparam C_OP_FP64             = 64;
   localparam C_MANT_FP64           = 52;
   localparam C_EXP_FP64            = 11;
   localparam C_BIAS_FP64           = 1023;
   localparam C_BIAS_AONE_FP64      = 11'h400;
   localparam C_HALF_BIAS_FP64      = 511;
   localparam C_EXP_ZERO_FP64       = 11'h000;
   localparam C_EXP_ONE_FP64        = 13'h001;  
   localparam C_EXP_INF_FP64        = 11'h7FF;
   localparam C_MANT_ZERO_FP64      = 52'h0;
   localparam C_MANT_NAN_FP64       = 52'h8_0000_0000_0000;
   localparam C_PZERO_FP64          = 64'h0000_0000_0000_0000;
   localparam C_MZERO_FP64          = 64'h8000_0000_0000_0000;
   localparam C_QNAN_FP64           = 64'h7FF8_0000_0000_0000;
   localparam C_OP_FP32             = 32;
   localparam C_MANT_FP32           = 23;
   localparam C_EXP_FP32            = 8;
   localparam C_BIAS_FP32           = 127;
   localparam C_BIAS_AONE_FP32      = 8'h80;
   localparam C_HALF_BIAS_FP32      = 63;
   localparam C_EXP_ZERO_FP32       = 8'h00;
   localparam C_EXP_INF_FP32        = 8'hFF;
   localparam C_MANT_ZERO_FP32      = 23'h0;
   localparam C_PZERO_FP32          = 32'h0000_0000;
   localparam C_MZERO_FP32          = 32'h8000_0000;
   localparam C_QNAN_FP32           = 32'h7FC0_0000;
   localparam C_OP_FP16             = 16;
   localparam C_MANT_FP16           = 10;
   localparam C_EXP_FP16            = 5;
   localparam C_BIAS_FP16           = 15;
   localparam C_BIAS_AONE_FP16      = 5'h10;
   localparam C_HALF_BIAS_FP16      = 7;
   localparam C_EXP_ZERO_FP16       = 5'h00;
   localparam C_EXP_INF_FP16        = 5'h1F;
   localparam C_MANT_ZERO_FP16      = 10'h0;
   localparam C_PZERO_FP16          = 16'h0000;
   localparam C_MZERO_FP16          = 16'h8000;
   localparam C_QNAN_FP16           = 16'h7E00;
   localparam C_OP_FP16ALT           = 16;
   localparam C_MANT_FP16ALT         = 7;
   localparam C_EXP_FP16ALT          = 8;
   localparam C_BIAS_FP16ALT         = 127;
   localparam C_BIAS_AONE_FP16ALT    = 8'h80;
   localparam C_HALF_BIAS_FP16ALT    = 63;
   localparam C_EXP_ZERO_FP16ALT     = 8'h00;
   localparam C_EXP_INF_FP16ALT      = 8'hFF;
   localparam C_MANT_ZERO_FP16ALT    = 7'h0;
   localparam C_QNAN_FP16ALT         = 16'h7FC0;
endpackage : defs_div_sqrt_mvp
module xilinx_sp_bram_byte_en #(
  parameter integer BYTE_WIDTH      =    8,
  parameter integer DATA_WIDTH      =    8,
  parameter integer RAM_DEPTH       = 1024,
  parameter         RAM_PERFORMANCE = "HIGH_PERFORMANCE",
  parameter         INIT_FILE       = "",
  localparam integer RAMWidthBytes = (DATA_WIDTH + (BYTE_WIDTH-1)) / BYTE_WIDTH
) (
  input  logic                           clk_i,
  input  logic                           rst_ni,
  input  logic                           regcea_i,
  input  logic [$clog2(RAM_DEPTH-1)-1:0] addr_i,
  input  logic [       (DATA_WIDTH)-1:0] wdata_i,
  input  logic [      RAMWidthBytes-1:0] we_i,
  input  logic                           re_i,
  output logic [       (DATA_WIDTH)-1:0] rdata_o
);
  reg [DATA_WIDTH-1:0] BRAM [RAM_DEPTH-1:0];
  reg [DATA_WIDTH-1:0] ram_data = {(DATA_WIDTH){1'b0}};
  generate
    if (INIT_FILE != "") begin: gen_init_file
      initial
        $readmemh(INIT_FILE, BRAM, 0, RAM_DEPTH-1);
    end else begin: gen_init_zero
      integer ram_index;
      initial
        for (ram_index = 0; ram_index < RAM_DEPTH; ram_index = ram_index + 1)
          BRAM[ram_index] = {(DATA_WIDTH){1'b0}};
    end
  endgenerate
  generate
    genvar i;
    for (i = 0; i < RAMWidthBytes; i = i+1) begin: gen_byte_write
      always @(posedge clk_i)
        if (re_i)
          if (we_i[i]) begin
            BRAM[addr_i][(i+1)*BYTE_WIDTH-1:i*BYTE_WIDTH] <= wdata_i[(i+1)*BYTE_WIDTH-1:i*BYTE_WIDTH];
            ram_data[(i+1)*BYTE_WIDTH-1:i*BYTE_WIDTH] <= wdata_i[(i+1)*BYTE_WIDTH-1:i*BYTE_WIDTH];
          end else begin
            ram_data[(i+1)*BYTE_WIDTH-1:i*BYTE_WIDTH] <= BRAM[addr_i][(i+1)*BYTE_WIDTH-1:i*BYTE_WIDTH];
          end
     end
  endgenerate
  generate
    if (RAM_PERFORMANCE == "LOW_LATENCY") begin: gen_no_output_register
       assign rdata_o = ram_data;
    end else begin: gen_output_register
      reg [(DATA_WIDTH)-1:0] douta_reg = {(DATA_WIDTH){1'b0}};
      always @(posedge clk_i)
        if (rst_ni)
          douta_reg <= {(DATA_WIDTH){1'b0}};
        else if (regcea_i)
          douta_reg <= ram_data;
      assign rdata_o = douta_reg;
    end
  endgenerate
endmodule
</file>
==> notes.md <==
run results: run status finished with violations, violations in the final reports antenna rules, capacitance limit, slew limit, number of DRC violations after detailed-routing iteration 0 12,000, average wire per standard cell 31.8 um, unrepaired setup endpoints after global routing false, count of unique library cells instantiated by Yosys 66, synthesized area per cell 18.9 um^2, power per cell area 37.2 nW/um^2, proportion of power drawn by flip-flops and latches 0.536, fraction of layout cells with a size suffix above 1 0.160, fraction of power consumed by the clock network 0.415, fraction of synthesis flops using an asynchronous set or reset pin 0, worst vdd rail ir drop 0.0362 mV, number of instances in the placed design 30,600, cells in synth_stat.txt approximately 17,000, # fillers 96,200, overflow left after global routing 0, sort of element at the end of the critical path register, number of antenna violations at the first check in global routing just over 100, worst slack at placement 34.06 ns, relative slew slack -0.0708, buffers added on ports 30, critical path data required time approximately 53 ns, Post-Layout Cell Count 32,300, Late-Pin Clk Latency 1.27 ns, final count of pins violating max slew 2, clk buf depth 4, final worst setup slack 34.63 ns, Min Hold Slack 0.500 ns, NetSw 2.97 mW, Inserted Clock Buffers 802, die span in x around 1000 um, slowest CP cell nor4_1, Max Freq 56.9 MHz, clock-pin slew on the worst setup and hold paths 0.06 ns, Total Die Area about 1,100,000 um^2, slew at the pin closest to its max-slew limit 1.59 ns, worst-path cell chain buf_16 -> buf_4 -> buf_4 -> buf_4 -> buf_4 -> buf_4 -> buf_4 -> mux2i_1 -> o22ai_1 -> nor4_1 -> nand2_1 -> a31oi_1 -> nand3_1 -> nor4_1 -> a41oi_1, H-tree Lvls 6, core area 1,050,000 um^2, global routing usage on met1 0.196, count of tool warnings 68, Yosys reg bits 8,208, first-pass GRT wire length 1,410,000 um, Total Power Consumption 13.5 mW, switch share 0.220, Worst Path Max Fanout 79, Yosys chip area 316,000 um^2, MI comb area 65,600 um^2, post-cts repair resize count 0, M3 GR Usage 0.189, commonest register cell after synthesis edfxtp_1, cell type with the highest occurrence count on the critical path buf_4, cell area after technology mapping between 300,000 and 400,000 um^2, count of final setup violators 0, routed wire length 1,030,000 um, Synth Warn # 1, global-route met2 utilization 0.290, most heavily used metal layer in global routing met2, routed via count 168,000, final design area excluding fillers 363,000 um^2, final critical-path required period 17.57 ns, count of hold buffers inserted by post-cts repair 0, drt drc 0, cell-internal power 10.6 mW, flip-flop count of the largest register after layout slightly above 8,000, number of sinks handled by clock tree synthesis 8,208, combined flip-flop and latch cell area 246,000 um^2, share of the clock period used by the worst path 0.337, Critical Path Source Type input port, area of placed instances 338,000 um^2, Total Routing Usage GR 0.204, final weighted congestion of routability-driven global placement 0.930, crit path DAT 18.40 ns, startpoint-to-endpoint class of the critical path input port to register, Logic pwr share 0.049, dpl hpwl 644,000 um, clock tree root buffer cell clkbuf_16, TritonCTS clock tree done, Seq/Total Area, Yosys 0.779, routed vias/inst 5.21, final sum of negative setup slack 0 ns, die height 1030 um, synthesized netlist cell count 16,700, number of detailed-routing iterations run before antenna repair 8, P_leak 118 nW, worst clock skew 0.120 ns, Final Hold Fails 0, row count 376, maximum capacitance violations 1, initial core utilization 0.302, area grow syn2layout 14.9%, type of the worst min-delay path register to register, EDFF count, synth 8,200, I/O pin cnt 31, post-CTS setup buffer count 0, Final Core Density 0.346, pin count of the biggest net entering global routing 118, number of global-route vias before repair ~180k, antenna-violating nets left 1, Largest stage delay, worst path 1.30 ns
==> area by class of cell <==
class                   count  area share
repair buffers           1004      0.0228
well taps               14000      0.0481
multi-input cells        7430       0.180
clock inverters           444      0.0119
flip-flops and latches   8208       0.678
clock buffers            1025      0.0578
inverters                   7    0.000114
diodes                    146     0.00101
==> worst max-delay path, delay by kind of cell <==
family	cells	cell delay, ns
buffers and inverters	7	4.14
and+or+nand+nor	4	2.66
AOI/OAI and AO/OA	3	0.67
muxes	1	0.28
==> Yosys cell counts (24+ instances only) <==
| master | count | area (um^2) |
|---|---|---|
| buf_1 | 58 | 218 |
| nand3_1 | 64 | 320 |
| nor2_1 | 1301 | 4880 |
| nor4_1 | 276 | 1730 |
| buf_2 | 473 | 2370 |
| nor3_1 | 68 | 340 |
| buf_4 | 111 | 833 |
| mux2_2 | 26 | 293 |
| o22ai_1 | 1244 | 7780 |
| o21ai_0 | 107 | 536 |
| a31oi_1 | 44 | 275 |
| edfxtp_1 | 8200 | 246000 |
| nand2_1 | 269 | 1010 |
| or4_1 | 25 | 188 |
| a22oi_1 | 128 | 961 |
| clkbuf_1 | 432 | 1620 |
| mux4_2 | 697 | 15700 |
| nand4_1 | 30 | 188 |
| a22o_1 | 24 | 210 |
| a21oi_1 | 63 | 315 |
| o2111ai_1 | 26 | 228 |
| o211ai_1 | 45 | 338 |
| a211oi_1 | 41 | 308 |
| mux2i_1 | 2795 | 28000 |
==> placed cells by master (no fill, tap or decap), drive strengths merged, types with 9 or more instances in the layout <==
cell type	instances
mux2i	2795
a211oi	41
bufinv	55
o211ai	45
clkinv	355
nor3	68
mux4	697
a311oi	9
nand2	269
edfxtp	8200
or4	25
a22o	24
a21oi	63
nand4	30
o22ai	1244
a22oi	128
o21ai	107
clkinvlp	13
or3	10
diode	146
a31oi	44
nor2	1301
inv	28
a211o	11
nor4	276
mux2	26
a221oi	21
clkdlybuf4s50	15
clkbuf	1026
nand3	64
buf	988
o2111ai	26
==> layer usage <==
layer  routed length [um]  part of all wire
met1               299000              0.29
met5                 3770            0.0037
met4                57700             0.056
met2               457000              0.45
met3               208000              0.20
==> final timing paths <==
| kind | from | endpoint | slack, ns | depth (start not counted) |
|---|---|---|---|---|
| min | gen_output_register.douta_reg[1]$_SDFFE_PP0P_ | gen_output_register.douta_reg[1]$_SDFFE_PP0P_ | 0.50 | 2 |
| max | addr_i[1] | ram_data[7]$_DFFE_PP_ | 34.63 | 15 |
| min reg2reg | gen_output_register.douta_reg[1]$_SDFFE_PP0P_ | gen_output_register.douta_reg[1]$_SDFFE_PP0P_ | 0.50 | 2 |
| max reg2reg | BRAM[584][7]$_DFFE_PP_ | ram_data[7]$_DFFE_PP_ | 47.00 | 8 |
==> logic make-up (layout without fill, tap and decap cells) <==
group,count (synthesis),after routing,synth area share
AOI/OAI and AO/OA,1822,1822,0.0374
buffers and inverters,1089,2480,0.0163
DFF,8208,8208,0.779
muxes,3518,3518,0.139
other,0,146,0
and+or+nand+nor,2090,2090,0.0287
==> power groups by stage <==
stage | Clock [mW] | Combinational [mW] | Sequential [mW]
CTS | 5.68 | 0.646 | 7.26
global route | 5.91 | 0.682 | 7.25
finish | 5.62 | 0.657 | 7.26
Power and IR drop assume default switching activity.
